==> /design/flow/design.v <==
module normalize_mult (
    input logic [9:0] add_result,
    input logic [47:0] mult_result,
    input logic [2:0] rnd,
    output logic [9:0] norm_exp,
    output logic [22:0] norm_mant,
    output logic guard_bit,
    output logic sticky_bit
);
    always_comb begin
        sticky_bit = mult_result[47] ? |mult_result[22:0] : |mult_result[21:0];
        guard_bit = mult_result[47] ? mult_result[23] : mult_result[22];
        norm_mant = mult_result[47] ? mult_result[46:24] : mult_result[45:23];
        norm_exp =  mult_result[47] ? add_result + 1 : add_result;
        if ($signed(norm_exp) < 0) begin
            norm_mant = mult_result[47] ? mult_result[47:25] : mult_result[46:24];
            norm_mant = (norm_mant >> -(norm_exp));
            guard_bit = !($signed(norm_exp) < (-23));
            norm_exp = 10'b0;
        end
    end
endmodule
typedef enum logic [2:0] {
    IEEE_near, 
    IEEE_zero, 
    IEEE_pinf, 
    IEEE_ninf, 
    near_up, 
    away_zero
} round_t;
typedef enum logic [31:0] {
    POS_INF = 32'h7F800000,
    NEG_INF = 32'hFF800000,
    POS_ZERO = 32'h00000000,
    NEG_ZERO = 32'h80000000,
    POS_NAN = 32'h7FC00001,
    NEG_NAN = 32'hFFF80001,
    POS_SNAN = 32'h7F800001,
    NEG_SNAN = 32'hFFF00001,
    NEG_NORMAL = 32'hC0000000,
    POS_NORMAL = 32'h40000000,
    NEG_DENORMAL = 32'h80000001,
    POS_DENORMAL = 32'h00000001
} corner_case_t;
module round_mult (
    input logic [23:0] mantissa,
    input logic guard_bit,
    input logic sticky_bit,
    input logic calculated_sign,
    input round_t rnd,
    output logic [24:0] post_round_mantissa,
    output logic inexact
);
    always_comb begin : INEXACT
        inexact = guard_bit || sticky_bit;
    end
    always_comb begin : ROUNDING
        post_round_mantissa = {0, mantissa};
        case (rnd)
            IEEE_near : begin
                if (guard_bit && (sticky_bit || mantissa[0])) begin 
                    post_round_mantissa = mantissa + 1;
                end
            end
            IEEE_zero : begin
                if (guard_bit && sticky_bit) begin
                    post_round_mantissa = mantissa + 1;
                end
            end
            IEEE_pinf : begin
                if (guard_bit && sticky_bit) begin
                    post_round_mantissa = mantissa + 1;
                end
            end
            IEEE_ninf : begin
                if (sticky_bit && guard_bit) begin
                    post_round_mantissa = mantissa + 1;
                end
            end
            near_up : begin
                if (guard_bit && sticky_bit) begin 
                    post_round_mantissa = mantissa + 1;
                end
            end
            away_zero : begin
                if (guard_bit && (sticky_bit || mantissa[0])) begin
                    post_round_mantissa = mantissa + 1;
                end
            end
            default : begin
                if (guard_bit && (sticky_bit || mantissa[0])) begin 
                    post_round_mantissa = mantissa + 1;  
                end
            end
        endcase
    end
endmodule
module exception_mult (
    input logic [31:0] a,
    input logic [31:0] b,
    input logic [31:0] z_calc,
    input logic overflow,
    input logic underflow,
    input logic inexact,
    input round_t rnd,
    output logic [31:0] z,
    output logic zero_f,
    output logic inf_f,
    output logic nan_f,
    output logic tiny_f,
    output logic huge_f,
    output logic inexact_f
);
typedef enum logic [2:0] {
    ZERO,
    INF,
    NORM,
    MIN_NORM,
    MAX_NORM
} interp_t;
function interp_t num_interp(input logic [31:0] num);
    logic [7:0] exp;
    logic [22:0] frac;
    exp = num[30:23];
    frac = num[22:0];
    if (exp == 8'b00000000) begin
        return ZERO;
    end
    else if (exp == 8'b11111111) begin
        return INF;
    end
    else begin
        return NORM;
    end
endfunction
function logic [30:0] z_num(input interp_t interp);
    case (interp)
        ZERO: return 31'b0_00000000_0000000000000000000000;
        INF:  return 31'b0_111111110_000000000000000000000;
        default: return 31'b0_00000000_0000000000000000000000;
    endcase
endfunction
    interp_t interp_a, interp_b;
always_comb begin
    zero_f = 1'b0;
    inf_f = 1'b0;
    nan_f = 1'b0;
    tiny_f = 1'b0;
    inexact_f = inexact;
    huge_f = 1'b0;
    interp_a = num_interp(a);
    interp_b = num_interp(b);
    case ({interp_a, interp_b})
        {ZERO, INF}, {INF, ZERO}: begin
            z = {1'b0, 8'hFF, 23'h000000};
            inf_f = 1'b1;
        end
        {ZERO, NORM}, {NORM, ZERO}, {ZERO, ZERO}: begin
            z = {a[31] ^ b[31], 8'h00, 23'h000000};
            zero_f = 1'b1;
        end
        {NORM, INF}, {INF, NORM}, {INF, INF}: begin
            z = {a[31] ^ b[31], 8'hFF, 23'h000000};
            inf_f = 1'b1;
        end
        default: begin
            if (overflow) begin
                if (rnd == IEEE_pinf) begin
                    z = {z_calc[31], 8'hFF, 23'h800000};
                end
                else begin
                    z = {z_calc[31], 8'hFF, 23'b0};
                end
                huge_f = 1'b1;
            end 
            else if (underflow) begin
                if (rnd == IEEE_ninf) begin
                    z = {z_calc[31], 8'h01, 23'b0};
                end 
                else begin
                    z = 32'b0;
                end
                tiny_f = 1'b1;
            end 
            else begin
                z = z_calc;
                inexact_f = inexact;
            end
        end
    endcase
end
endmodule
module fp_mult (
    input logic [31:0] a, b,
    input round_t rnd,
    output logic [7:0] status,
    output logic [31:0] z
);
    localparam int signed MIN_EXPONENT = -126;
    localparam int MAX_EXPONENT = 255;
    logic sign_bit_a, sign_bit_b, sign_norm_eh;    
    always_comb begin : SIGN_BIT
        sign_bit_a = a[31];
        sign_bit_b = b[31];
        sign_norm_eh = sign_bit_a ^ sign_bit_b;
    end
    logic [7:0] exp_bits_a, exp_bits_b;
    logic [9:0] exp_add_norm;
    always_comb begin : EXPONENT_ADDITION
        exp_bits_a = a[30:23];
        exp_bits_b = b[30:23];    
    end
    always_comb begin : EXPONENT_SUBTRACTION_OF_BIAS
        exp_add_norm = exp_bits_a + exp_bits_b - 127;
    end
    logic [22:0] mant_bits_a, mant_bits_b;
    logic [47:0] mant_mult_norm;
    always_comb begin : MANTISSA_MULTIPLICATION
        mant_bits_a = a[22:0];
        mant_bits_b = b[22:0];
        mant_mult_norm = {1'b1, mant_bits_a} * {1'b1, mant_bits_b};
    end 
    logic [9:0] exp_norm_eh;
    logic [22:0] mant_norm_rnd;
    logic guard_bit_norm_rnd;
    logic sticky_bit_norm_rnd;
    normalize_mult normalizer (
        .add_result(exp_add_norm),
        .mult_result(mant_mult_norm),
        .rnd(rnd),
        .norm_exp(exp_norm_eh),
        .norm_mant(mant_norm_rnd),
        .guard_bit(guard_bit_norm_rnd),
        .sticky_bit(sticky_bit_norm_rnd)
    );
    logic [23:0] mantissa_norm_rnd_ext;
    assign mantissa_norm_rnd_ext = {1'b1, mant_norm_rnd};
    logic [24:0] mant_rnd_eh;
    logic inexact_rd_eh;
    round_mult rounding (
        .mantissa(mantissa_norm_rnd_ext),
        .guard_bit(guard_bit_norm_rnd),
        .sticky_bit(sticky_bit_norm_rnd),
        .calculated_sign(sign_norm_eh),
        .rnd(rnd),
        .post_round_mantissa(mant_rnd_eh),
        .inexact(inexact_rd_eh)
    );
    logic [23:0] post_rounding_mantissa;
    logic [9:0] post_rounding_exponent;
    always_comb begin : POST_ROUNDING
        post_rounding_exponent = mant_rnd_eh[24] ? exp_norm_eh + 1 : exp_norm_eh;
        post_rounding_mantissa = mant_rnd_eh[24] ? mant_rnd_eh >> 1 : mant_rnd_eh;
    end
    logic [31:0] z_calc;
    always_comb begin : Z_CALC
        z_calc = {sign_norm_eh, post_rounding_exponent[7:0], post_rounding_mantissa[22:0]};
    end
    logic overflow, underflow;
    always_comb begin : OVERFLOW_UNDERFLOW_CALC
        overflow = $signed(exp_norm_eh) > MAX_EXPONENT;
        underflow = $signed(exp_norm_eh) < MIN_EXPONENT & mant_norm_rnd != 0;
    end
    always_comb begin : DENORMALS
    end
    logic [31:0] z_eh_out;
    logic [7:0] status;
    logic zero_f, inf_f, nan_f, tiny_f, huge_f, inexact_f;
    exception_mult exception (
        .a(a),
        .b(b),
        .z_calc(z_calc),
        .rnd(rnd),
        .overflow(overflow),
        .underflow(underflow),
        .inexact(inexact_rd_eh),
        .zero_f(zero_f),
        .inf_f(inf_f),
        .nan_f(nan_f),
        .tiny_f(tiny_f),
        .huge_f(huge_f),
        .inexact_f(inexact_f),
        .z(z_eh_out)
    );
    always_comb begin : OUTPUTS
        z = z_eh_out;
        status = {overflow, underflow, zero_f, inf_f, nan_f, tiny_f, huge_f, inexact_f};
    end
endmodule
module fp_mult_top (
   input logic clk,
   input logic rst,
   input logic [2:0] rnd,
   input logic [31:0] a,
   input logic [31:0] b,
   output logic [31:0] z,
   output logic [7:0] status
);
    logic [31:0] a_buffer, b_buffer;
    logic [2:0] rnd_buffer;
    logic [31:0] z_buffer;
    logic [7:0] status_buffer;
    fp_mult multiplier(
      .a(a_buffer),
      .b(b_buffer),
      .rnd(rnd_buffer),
      .z(z_buffer),
      .status(status_buffer)
    );
    always_ff @(posedge clk) begin
         a_buffer <= a;
         b_buffer <= b;
	     rnd_buffer <= rnd;
         z <= z_buffer;
         status <= status_buffer;
    end
endmodule
==> /design/flow/run.sh <==
#!/bin/bash
# OpenROAD 26Q1-2900-gdf79404cd8, Yosys 0.63+post, stock flow scripts
make -C /OpenROAD-flow-scripts/flow DESIGN_CONFIG=/design/flow/config.mk WORK_HOME=/design/flow/orfs finish
==> /design/flow/config.mk <==
export PLATFORM = sky130hd
export DESIGN_NAME = fp_mult_top
export DESIGN_NICKNAME = fp_mult_top
export VERILOG_FILES = /design/flow/design.v
export SDC_FILE = /design/flow/constraint.sdc
export NUM_CORES = 4
export LEC_CHECK = 1
export CORE_UTILIZATION = 50
export SYNTH_HDL_FRONTEND = slang
==> /design/flow/constraint.sdc <==
current_design fp_mult_top

set clk_period 32.2
set clk_io_pct 0.2

create_clock -name clk0 -period $clk_period [get_ports {clk}]

set non_clock_inputs [all_inputs -no_clocks]
set_input_delay [expr $clk_period * $clk_io_pct] -clock clk0 $non_clock_inputs
set_output_delay [expr $clk_period * $clk_io_pct] -clock clk0 [all_outputs]
==> report_table.html <==
<h2>Implementation results</h2>
<table>
<tr><th>Metric</th><th>Value</th></tr>
<tr><th colspan="2">Final timing</th></tr>
<tr><td>Worst hold slack</td><td>0.526 ns</td></tr>
<tr><td>Pins over their slew limit</td><td>0</td></tr>
<tr><td>Fin crit period</td><td>13.67 ns</td></tr>
<tr><td>Unrepaired setup endpoints after global routing</td><td>false</td></tr>
<tr><td>Maximum operating frequency</td><td>73.1 MHz</td></tr>
<tr><td>Period Utilization, post-route</td><td>42.5%</td></tr>
<tr><td>Worst clock skew</td><td>just under 0.02 ns</td></tr>
<tr><td>Count of endpoints failing setup in the final report</td><td>0</td></tr>
<tr><td>Accumulated negative setup slack</td><td>0 ns</td></tr>
<tr><td>Relative slew margins</td><td>39.3%</td></tr>
<tr><td>Worst setup margin</td><td>18.53 ns</td></tr>
<tr><td>Worst-Margin Slew</td><td>about 0.9 ns</td></tr>
<tr><td>Final Hold Violation Tally</td><td>0</td></tr>
<tr><th colspan="2">Clock network</th></tr>
<tr><td>Number of buffers added by the clock tree synthesis step</td><td>9</td></tr>
<tr><td>Worst-Skew Late Latency</td><td>0.42 ns</td></tr>
<tr><td>Post_cts resized</td><td>0</td></tr>
<tr><td>Post-CTS Hold Buffers</td><td>0</td></tr>
<tr><td>TritonCTS clock tree</td><td>yes</td></tr>
<tr><td>Clock H-tree levels</td><td>3</td></tr>
<tr><td>Max Buffers Root-to-Sink</td><td>2</td></tr>
<tr><td>Count of clock tree sinks</td><td>104</td></tr>
<tr><td>Clock transition at path regs</td><td>0.09 ns</td></tr>
<tr><td>Root buf cell</td><td>sky130_fd_sc_hd__clkbuf_16</td></tr>
<tr><td>Setup Buffers After CTS</td><td>0</td></tr>
<tr><th colspan="2">Yosys</th></tr>
<tr><td>Average cell area after synthesis</td><td>roughly 8.5 um2</td></tr>
<tr><td>Number of cells in the yosys synthesis report</td><td>3049</td></tr>
<tr><td>Top logic cell family in the synthesized netlist</td><td>adder cells</td></tr>
<tr><td>Synthesized-area fraction occupied by and/or/nand/nor cells</td><td>19.1%</td></tr>
<tr><td>Post-synth EDFFs</td><td>0</td></tr>
<tr><td>Sequential area share after synthesis</td><td>roughly 8.0%</td></tr>
<tr><td>Cell area after technology mapping</td><td>between 0.02 and 0.03 mm2</td></tr>
<tr><td>Flop and latch count out of synthesis</td><td>104</td></tr>
<tr><td>Synthesized-area fraction occupied by xor and xnor cells</td><td>2.69%</td></tr>
<tr><td>Post-synthesis async set-or-reset flop share</td><td>0%</td></tr>
<tr><td>Fa+ha+maj area frac</td><td>46.3%</td></tr>
<tr><td>Yosys stat chip area</td><td>0.0259 mm2</td></tr>
<tr><td>Yosys warnings</td><td>0</td></tr>
<tr><td>Compound Share, Synth</td><td>about 11%</td></tr>
<tr><td>Mux share of post-synthesis cell area</td><td>1.66%</td></tr>
<tr><td>Distinct cells, synth</td><td>97</td></tr>
<tr><td>Main synth FF type</td><td>sky130_fd_sc_hd__dfxtp_1</td></tr>
<tr><td>Post-Synthesis Cells</td><td>3049</td></tr>
<tr><th colspan="2">Critical path</th></tr>
<tr><td>Type of the worst setup path</td><td>flop to flop</td></tr>
<tr><td>Crit path launch type</td><td>flop</td></tr>
<tr><td>Cell type of the slowest stage on the worst timing path</td><td>sky130_fd_sc_hd__dfxtp_1</td></tr>
<tr><td>Required time of the critical path</td><td>32.47 ns</td></tr>
<tr><td>Most frequent cell on the critical path</td><td>sky130_fd_sc_hd__fa_1</td></tr>
<tr><td>Delay of the slowest cell on the worst path</td><td>0.81 ns</td></tr>
<tr><td>Arrival time at the worst endpoint</td><td>13.94 ns</td></tr>
<tr><td>Cell family with most CP delay</td><td>adder cells</td></tr>
<tr><td>Critical path buffer and inverter count</td><td>9</td></tr>
<tr><td>Kind of end point of the critical path</td><td>flop</td></tr>
<tr><td>Maximum fanout along the worst path</td><td>33</td></tr>
<tr><th colspan="2">Drt</th></tr>
<tr><td>Routed wire per std cell</td><td>between 20 and 25 um</td></tr>
<tr><td>ANT nets after route</td><td>0</td></tr>
<tr><td>Detailed-route via count</td><td>20900</td></tr>
<tr><td>Post-detailed-route via-to-cell ratio</td><td>roughly 5.5</td></tr>
<tr><td>Antenna cell count</td><td>0</td></tr>
<tr><td>1st-iter DRT viols</td><td>1084</td></tr>
<tr><td>Detailed Routing Iterations Pass 1</td><td>6</td></tr>
<tr><td>Total length of routed wires</td><td>between 70 and 80 mm</td></tr>
<tr><td>DRC violation count after routing</td><td>0</td></tr>
<tr><th colspan="2">Finish</th></tr>
<tr><td>End-of-flow core utilization</td><td>54.5%</td></tr>
<tr><td># fillers</td><td>4711</td></tr>
<tr><td>Cell Count, Final, Fillers Out</td><td>3766</td></tr>
<tr><td>Layout overhead on the synthesized area</td><td>7.99%</td></tr>
<tr><td>Share of layout cells above drive strength 1</td><td>between 4 and 5%</td></tr>
<tr><td>Post-route cell area</td><td>0.0280 mm2</td></tr>
<tr><th colspan="2">Min path</th></tr>
<tr><td>HP Class</td><td>flop to flop</td></tr>
<tr><th colspan="2">Die</th></tr>
<tr><td>Die width</td><td>230 um</td></tr>
<tr><td>Height of the chip</td><td>230 um</td></tr>
<tr><td>Initial cell density of the core</td><td>50.5%</td></tr>
<tr><td>FP Rows</td><td>83</td></tr>
<tr><td>Full die area</td><td>0.0527 mm2</td></tr>
<tr><td>Area of the core</td><td>0.0513 mm2</td></tr>
<tr><td>I/O pins</td><td>between 100 and 150</td></tr>
<tr><th colspan="2">Global route</th></tr>
<tr><td>Pin count of the biggest net entering global routing</td><td>51</td></tr>
<tr><td>Overflow left after global routing</td><td>0</td></tr>
<tr><td>Global-route wire length before repair</td><td>124 mm</td></tr>
<tr><td>Combined global-route utilization of all metal layers</td><td>between 30% and 40%</td></tr>
<tr><td>Antenna violations before repair</td><td>0</td></tr>
<tr><td>Vias in the first global route</td><td>approximately 22000</td></tr>
<tr><th colspan="2">Job</th></tr>
<tr><td>Number of OpenROAD warnings</td><td>29</td></tr>
<tr><td>Number of max-cap violations</td><td>0</td></tr>
<tr><th colspan="2">Placed design</th></tr>
<tr><td>HPWL after DPL</td><td>59.2 mm</td></tr>
<tr><td>DP Worst Slack</td><td>18.78 ns</td></tr>
<tr><td>Cell count after placement</td><td>3750</td></tr>
<tr><td>Post-detailed-placement cell area</td><td>around 0.028 mm2</td></tr>
<tr><td>Number of I/O port buffers</td><td>104</td></tr>
<tr><td>Routability-driven placement congestion ratio</td><td>roughly 0.96</td></tr>
<tr><th colspan="2">Status</th></tr>
<tr><td>Outcome</td><td>finished clean</td></tr>
</table>
==> cell usage in the layout (no fill, tap or decap), drive strengths merged, types with 7 or more instances in the layout <==
cell           count
xnor2             57
a211oi            18
fa               483
o21bai             8
o2bb2ai            7
buf               66
clkbuf             9
nor3              31
nand2            410
or3               14
mux4               7
or2               14
nor2             141
dfxtp            104
a21o              17
mux2               7
nor4              25
inv              589
mux2i             18
xor2              19
a21oi            112
clkdlybuf4s50    104
a22oi             12
a311oi             8
ha               187
nand2b            11
a31oi             25
and2             229
o211ai            25
o21ai             91
a31o               9
o21a              17
nand3             50
and4               9
nand4             35
==> sequential cells by signal, indices dropped and copies added (netlist names) <==
signal      count
a_buffer       32
b_buffer       32
rnd_buffer      3
status          5
z              32
==> cells in the mapped netlist (7+ instances only) <==
cell                       instances  area (um2)
sky130_fd_sc_hd__fa_1            483        9670
sky130_fd_sc_hd__nor4_1           23         144
sky130_fd_sc_hd__xor2_1           19         166
sky130_fd_sc_hd__mux4_2            7         158
sky130_fd_sc_hd__dfxtp_1         104        2080
sky130_fd_sc_hd__o211ai_1         25         188
sky130_fd_sc_hd__or3_1            14        87.6
sky130_fd_sc_hd__nor2_1          139         522
sky130_fd_sc_hd__mux2i_1          17         170
sky130_fd_sc_hd__nand3_1          49         245
sky130_fd_sc_hd__nand2_1         409        1540
sky130_fd_sc_hd__a311oi_1          8        70.1
sky130_fd_sc_hd__o21a_1           16         120
sky130_fd_sc_hd__buf_4             9        67.6
sky130_fd_sc_hd__a22oi_1          11        82.6
sky130_fd_sc_hd__inv_1           586        2200
sky130_fd_sc_hd__a211oi_1         15         113
sky130_fd_sc_hd__mux2_2            7        78.8
sky130_fd_sc_hd__nor3_1           28         140
sky130_fd_sc_hd__ha_1            187        2340
sky130_fd_sc_hd__or2_2            10        62.6
sky130_fd_sc_hd__nand2b_1         11        68.8
sky130_fd_sc_hd__and2_1          229        1430
sky130_fd_sc_hd__a21o_1           17         128
sky130_fd_sc_hd__xnor2_1          56         490
sky130_fd_sc_hd__a21oi_1         107         536
sky130_fd_sc_hd__a31oi_1          24         150
sky130_fd_sc_hd__o21bai_1          8        60.1
sky130_fd_sc_hd__clkbuf_1        111         417
sky130_fd_sc_hd__o21ai_0          80         400
sky130_fd_sc_hd__and4_1            9        78.8
sky130_fd_sc_hd__buf_2            25         125
sky130_fd_sc_hd__nand4_1          34         213
sky130_fd_sc_hd__a31o_2            8        70.1
==> path summary, 6_finish.rpt <==
check / slack (ns) / endpoint / depth (start not counted) / from
setup / recovery: 18.53 / z[10] / 39 / b_buffer[0]
hold / removal: 0.53 / z[31] / 2 / a_buffer[31]
setup reg to reg: 18.53 / z[10] / 39 / b_buffer[0]
hold reg to reg: 0.53 / z[31] / 2 / a_buffer[31]
==> logic make-up after synthesis <==
logic type      Yosys count
flops                   104
xor+xnor                 77
compound gates          421
buf+inv                 740
simple gates           1004
other cells               1
fa+ha+maj               670
mux                      32
==> layer usage <==
metal / vias to the layer above / global-route usage, % / part of all wire, %
li1: 9687 / - / -
met1: 10300 / 43.9 / 40
met2: 820 / 51.0 / 48
met3: 97 / 13.0 / 9.4
met4: 2 / 6.63 / 2.7
met5: - / 0.827 / 0.073
==> area by class of cell <==
cell class                      instances  area [um2]  share of cell area [%]
Clock buffer                            9         225                   0.805
Multi-Input combinational cell       2207       21000                    74.9
Inverter                              589        2210                    7.90
Tap cell                              680         851                    3.04
Timing Repair Buffer                  170        1540                    5.49
Sequential cell                       104        2080                    7.44
Clock inverter                          7         113                   0.402
==> tightest hold or removal path: cells and delay by family (launching register included) <==
family,cells,cell delay (ns)
flip-flops,1,0.32
XOR/XNOR,1,0.12
AND-OR/OR-AND,1,0.04
